<file path="flow/config.mk">
export PLATFORM = sky130hd
export DESIGN_NAME = lac
export DESIGN_NICKNAME = lac
export VERILOG_FILES = /design/flow/design.v
export SDC_FILE = /design/flow/constraint.sdc
export NUM_CORES = 4
export LEC_CHECK = 1
export CORE_UTILIZATION = 40
export SYNTH_MEMORY_MAX_BITS = 65536
</file>
<file path="flow/constraint.sdc">
current_design lac

set clk_period 49.7
set clk_io_pct 0.2

create_clock -name clk0 -period $clk_period [get_ports {probe_clk}]
create_clock -name clk1 -period $clk_period [get_ports {uart_clk}]

set non_clock_inputs [all_inputs -no_clocks]
set_input_delay [expr $clk_period * $clk_io_pct] -clock clk0 $non_clock_inputs
set_output_delay [expr $clk_period * $clk_io_pct] -clock clk0 [all_outputs]
</file>
<file path="flow/design.v">
module dp_ram #(
	parameter adr_width = 11,
	parameter dat_width = 8 
) (
	input                       clk_a,
	input      [adr_width-1:0]  adr_a,
	output reg [dat_width-1:0]  dat_a,
	input                       clk_b,
	input      [adr_width-1:0]  adr_b,
	input      [dat_width-1:0]  dat_b,
	input                       we_b
);
parameter depth = (1 << adr_width);
reg [dat_width-1:0] ram [0:depth-1];
always @(posedge clk_a)
begin
	dat_a <= ram[adr_a];
end
always @(posedge clk_b)
begin
	if (we_b) begin
		ram[adr_b] <= dat_b;
	end
end
endmodule
module lac #(
	parameter       uart_freq_hz   =   100000000,
	parameter       uart_baud      =   115200,
	parameter       adr_width      =   11,
	parameter       width          =   8
) (
	input              reset,
	input              uart_clk,
	input              uart_rxd,
	output             uart_cts,
	output             uart_txd,
	input              uart_rts,
	input              probe_clk,
	input  [width-1:0] probe,
	output reg   [7:0] select
);
parameter cmd_nop      = 8'h20;
parameter cmd_arm      = 8'h01;
parameter cmd_disarm   = 8'h02;
assign uart_cts = 1;
reg          tx_wr;
wire         tx_busy;
reg    [7:0] tx_data;
wire   [7:0] rx_data;
wire         rx_avail;
reg          rx_ack;
uart #(
	.freq_hz( uart_freq_hz ),
	.baud(    uart_baud    )
) uart0 (
	.reset(       reset         ),
	.clk(         uart_clk      ),
	.uart_txd(    uart_txd      ),
	.uart_rxd(    uart_rxd      ),
	.rx_data(     rx_data       ),
	.rx_avail(    rx_avail      ),
	.rx_error(    rx_error      ),
	.rx_ack(      rx_ack        ),
	.tx_data(     tx_data       ),
	.tx_wr(       tx_wr         ),
	.tx_busy(     tx_busy       )
);
reg            [7:0] trig_mask;
reg            [7:0] trig_cond;
reg            [7:0] trig_pre;
reg  [adr_width-1:0] start_adr;    
reg                  armed;        
reg                  triggered;    
wire   rx_req;
assign rx_req = rx_avail & ~rx_ack;
reg                  triggered_synced;
wire     [width-1:0] read_dat;
reg  [adr_width-1:0] read_adr;
wire [adr_width-1:0] read_adr_next;
assign read_adr_next = read_adr + 1;
reg [2:0] state;
parameter s_idle       = 0;
parameter s_read_select= 1;
parameter s_read_mask  = 2;
parameter s_read_comp  = 3;
parameter s_read_pre   = 4;
parameter s_triggered  = 5;
parameter s_send_byte  = 6;
always @(posedge uart_clk)
begin
	if (reset) begin
		state     <= s_idle;
		select    <= 0;
		armed     <= 0;
		tx_wr     <= 0;
	end else begin
		triggered_synced <= triggered;
		rx_ack <= 0;      
		tx_wr  <= 0;
		case (state)
		s_idle: begin
			if (rx_req) begin
				case (rx_data)
				cmd_arm: begin
					rx_ack <= 1;
					state  <= s_read_select;
				end
				cmd_disarm: begin
					rx_ack <= 1;
					armed  <= 0;
				end
				default: begin
					rx_ack <= 1;
				end
				endcase
			end
			if (~rx_req && triggered_synced) begin
				state  <= s_triggered;
			end
		end
		s_read_select: begin
			if (rx_req) begin
				rx_ack    <= 1;
				select    <= rx_data;
				state     <= s_read_mask;
			end
		end
		s_read_mask: begin
			if (rx_req) begin
				rx_ack    <= 1;
				trig_mask <= rx_data;
				state     <= s_read_comp;
			end
		end
		s_read_comp: begin
			if (rx_req) begin
				rx_ack    <= 1;
				trig_cond <= rx_data;
				armed     <= 1;
				state     <= s_read_pre;
			end
		end
		s_read_pre: begin
			if (rx_req) begin
				rx_ack    <= 1;
				trig_pre  <= rx_data;
				armed     <= 1;
				state     <= s_idle;
			end
		end
		s_triggered: begin
			armed    <= 0;
			read_adr <= start_adr;
			tx_data  <= adr_width;
			tx_wr    <= 1;
			state    <= s_send_byte;
		end
		s_send_byte: begin
			tx_wr <= 0;
			if (~tx_busy & ~tx_wr) begin
				if (read_adr_next == start_adr)
					state    <= s_idle;
				read_adr <= read_adr_next;
				tx_data  <= read_dat;
				tx_wr    <= 1;
			end
		end
		default:
			state    <= s_idle;
		endcase
	end
end
reg        [width-1:0] probe_r;    
always @(posedge probe_clk)
	probe_r <= probe;
reg                    armed_synced;
reg                    armed_synced2;
reg                    sampling;
reg    [adr_width-1:0] write_adr;
wire   [adr_width-1:0] next_adr;
assign                 next_adr = write_adr + 1;
wire    cond_match;
assign  cond_match = (probe_r & trig_mask) == (trig_cond & trig_mask) && armed_synced2;
always @(posedge probe_clk)
begin
	if (reset) begin
		armed_synced  <= 0;
		armed_synced2 <= 0;
		sampling      <= 0;
		triggered     <= 0;
		write_adr     <= 0;
	end else begin
		armed_synced  <= armed;
		armed_synced2 <= armed_synced;
		if (armed_synced2 || sampling) begin
			write_adr <= next_adr;
		end
		if (~triggered && armed_synced2) begin
			if (cond_match) begin
				sampling  <= 1;
				triggered <= 1;
				start_adr <= write_adr;
			end
		end
		if (sampling && next_adr == start_adr) begin
			sampling <= 0;
		end
		if (~sampling && ~armed_synced2 && triggered) 
			triggered <= 0;
	end
end
wire   write_en;
assign write_en = sampling || cond_match;
dp_ram #(
	.adr_width( adr_width ),
	.dat_width(     width )
) ram0 (
	.clk_a(     uart_clk    ),
	.adr_a(     read_adr    ),
	.dat_a(     read_dat    ),
	.clk_b(     probe_clk   ),
	.adr_b(     write_adr   ),
	.dat_b(     probe_r     ),
	.we_b(      write_en    )
);
endmodule
module uart #(
	parameter          freq_hz = 100000000,
	parameter          baud    = 115200
) (
	input              reset,
	input              clk,
	input              uart_rxd,
	output reg         uart_txd,
	output reg [7:0]   rx_data,
	output reg         rx_avail,
	output reg         rx_error,
	input              rx_ack,
	input      [7:0]   tx_data,
	input              tx_wr,
	output reg         tx_busy
);
parameter divisor = freq_hz/baud/16;
reg [15:0] enable16_counter;
wire    enable16;
assign  enable16 = (enable16_counter == 0);
always @(posedge clk)
begin
	if (reset) begin
		enable16_counter <= divisor-1;
	end else begin
		enable16_counter <= enable16_counter - 1;
		if (enable16_counter == 0) begin
			enable16_counter <= divisor-1;
		end
	end
end
reg uart_rxd1;
reg uart_rxd2;
always @(posedge clk)
begin
	uart_rxd1 <= uart_rxd;
	uart_rxd2 <= uart_rxd1;
end
reg       rx_busy;
reg [3:0] rx_count16;
reg [3:0] rx_bitcount;
reg [7:0] rxd_reg;
always @ (posedge clk)
begin
	if (reset) begin
		rx_busy     <= 0;
		rx_count16  <= 0;
		rx_bitcount <= 0;
		rx_avail    <= 0;
		rx_error    <= 0;
	end else begin 
		if (rx_ack) begin
			rx_avail <= 0;
			rx_error <= 0;
		end
		if (enable16) begin
			if (!rx_busy) begin            
				if (!uart_rxd2) begin      
					rx_busy     <= 1;
					rx_count16  <= 7;
					rx_bitcount <= 0;
				end
			end else begin
				rx_count16 <= rx_count16 + 1;
				if (rx_count16 == 0) begin       
					rx_bitcount <= rx_bitcount + 1;
					if (rx_bitcount == 0) begin           
						if (uart_rxd2) begin
							rx_busy <= 0;
						end
					end else if (rx_bitcount == 9) begin  
						rx_busy <= 0;
						if (uart_rxd2) begin              
							rx_data  <= rxd_reg;
							rx_avail <= 1;
							rx_error <= 0;
						end else begin                   
							rx_error <= 1;
						end
					end else begin
						rxd_reg <= { uart_rxd2, rxd_reg[7:1] };
					end
				end
			end 
		end
	end
end
reg [3:0] tx_bitcount;
reg [3:0] tx_count16;
reg [7:0] txd_reg;
always @ (posedge clk)
begin
	if (reset) begin
		tx_busy     <= 0;
		uart_txd    <= 1;
	end else begin
		if (tx_wr && !tx_busy) begin
			txd_reg     <= tx_data;
			tx_bitcount <= 0;
			tx_count16  <= 1;
			tx_busy     <= 1;
			uart_txd    <= 0;
		end else if (enable16 && tx_busy) begin
			tx_count16  <= tx_count16 + 1;
			if (tx_count16 == 0) begin
				tx_bitcount <= tx_bitcount + 1;
				if (tx_bitcount == 8) begin
					uart_txd <= 'b1;
				end else if (tx_bitcount == 9) begin
					uart_txd <= 'b1;
					tx_busy  <= 0;
				end else begin
					uart_txd <= txd_reg[0];
					txd_reg  <= { 1'b0, txd_reg[7:1] };
				end
			end
		end
	end
end
endmodule
</file>
<file path="flow/run.sh">
#!/bin/bash
# OpenROAD 26Q1-2900-gdf79404cd8, Yosys 0.63+post, stock flow scripts
make -C /OpenROAD-flow-scripts/flow DESIGN_CONFIG=/design/flow/config.mk WORK_HOME=/design/flow/orfs finish
</file>
==> out/notes.md <==
The run finished, with violations left. The checks that failed: antenna rules, capacitance limit, slew limit. TritonCTS built the clock tree.

The run gives 148 for the pin count of the biggest net entering global routing. After routing, the total negative slack on setup checks comes to 0 ns. Traced cell by cell, the critical path runs through clkdlybuf4s50_1. The registers reported with the highest flop counts are ram0.ram x16384, uart0.enable16_counter x16.

The run gives -4.60% for the worst slew margin relative to its limit. The leakage power came out at 222 nW. After detailed routing, the number of vias per cell comes to 5.85. The buffer_ports step reported a buffer count of 19. Grouping non-sequential cells by family puts the most area in multiplexers. According to the I/O placement log, the pin count is 23.

Mean routed wirelength per cell: 36.2 um. Clock skew after layout: 0.122 ns. Type of the setup path with the least slack: flop to output pin. In the final layout, the share of cells above drive strength 1 is 24.6%. Of the total synthesized cell area, the portion taken by AND, OR, NAND and NOR gates is 2.03%. The run gives 29542 for the number of standard cells after synthesis. STA classifies the critical path startpoint as a flop. The run gives 0 for the number of setup violations in the final report. The max-slew violation total from the final report is 2, and the placement row count is 464.

The area growth from synthesis to layout is 12.8%. The report lists the number of cells resized after CTS as 0. The via count was 314071.

The post-synth register bit count is 16542. After global routing the overflow that remains totals 0. The max-cap check violation count is 1.

The source of the worst register-to-register timing path is read_adr[0]$_DFFE_PP_. The post-route antenna net violation count came out at 1. Per STA, the highest per-stage delay on the worst path measures 0.83 ns. The critical path endpoint category was an output pin.

Among all cell types in the netlist, the one instantiated most often is edfxtp_1. The timing report attributes the biggest portion of critical-path delay to flip-flops. The overall die size recorded for this design is 1600000 sq um.

The commonest cells after synthesis are edfxtp_1, mux4_2, nor2_1, mux2i_1, clkbuf_1. Sorting the Yosys area breakdown by cell type puts at the top edfxtp_1. Note that the worst hold path type here is flop to flop.

The logs give 0.0000322 V for the worst voltage drop across the vdd grid and 26.8% for the overall track demand over capacity in global routing. After synthesis, the chip area reported by Yosys is 640000 sq um. The required time at the worst endpoint is listed as 39.76 ns. Violation count after the first detailed-routing iteration: 22577. The multiplexer share of the synthesized area is 16.1%, and the total core area is 1600000 sq um.

The post-placement cell area is 669000 sq um. Once detailed placement completed, the half-perimeter wirelength came to 1230 mm. The netlist area before placement was 640000 sq um; the post-detailed-route DRC marker count was 0.

Per STA, the startpoint of the critical path is uart0.uart_txd$_SDFFE_PP1P_. Setup repair after global routing left no endpoint under its margin. For the wire length of the first global-routing pass, the log shows 2690 mm.

The count of warning messages emitted by the tools works out to 95. The critical-path maximum fanout works out to 3. The OpenROAD report gives the critical path a data arrival time of 1.94 ns.

The tools report the final weighted congestion in routability-driven placement as 0.909. Total power normalized to cell area comes to 39.3 nW/um^2. Clock tree synthesis found a total of 16542 sinks.

For the final count of hold timing violations, the log shows 0. The tools report the initial antenna violation count as 189. Counting flops with an async set or reset pin after synthesis yields a share of 0%. The wire length reported by the detailed router came out at 1950 mm. Looking at the post-CTS report, the setup buffer insertion count equals 0.

With the total iterations of the first detailed-routing run at 6, the post-synthesis share of cell area spent on and-or and or-and gates is 2.56%. The logs give 40.1% for the initial core utilization and 4 for the total of warnings raised by yosys. For this run, the leading register cell type out of synthesis is edfxtp_1. The actual slew at the worst max-slew pin was 1.57 ns. The master of the slowest instance on the critical path was dfxtp_1. The share of the synthesized area in the top cell type is 77.3%, and the horizontal extent of the die is 1.27 mm. For reference, the top cells by area after synthesis are edfxtp_1, mux4_2, mux2i_1. The worst hold path begins at trig_mask[4]$_DFFE_PP_. The register ranked first by flip-flop count was ram0.ram. The via count of the first global-routing pass is 343730, and the chip height is 1.27 mm. Clock-pin slew was measured on the worst setup and hold paths at 0.10 ns. The synthesized netlist devotes 0.0313% of its cell area to adder and majority cells.

Once layout is done, the placed cells without fillers occupy 722000 sq um. After Yosys synthesis, XOR and XNOR cells account for 0.0931% of the synthesized area. The number of enable flip-flop cells is 16464, and the number of flip-flops under the largest register name is 16384. The run gives 84 as the distinct cell type count of the synthesized netlist.

Averaged over all synthesized cells, the footprint is 21.7 sq um. The run gives 77.5% as the post-synthesis sequential area ratio. The worst path buffer plus inverter count is 1, and the number of cell instances after yosys synthesis is 29542.
## final cells by class
type / instances / area [sq um]
clock buffer: 2032 / 43800
clock inverter: 929 / 7810
sequential: 16542 / 496000
antenna: 411 / 1030
inverter: 32 / 174
multi-input combinational: 11022 / 134000
timing repair buffer: 1546 / 12300
tap: 21203 / 26500
fill: 129808 / 874000
## worst paths after layout
check	end	slack, ns	depth (start not counted)
max reg2reg	ram0.dat_a[4]$_DFF_P_	40.94	18
max	uart_txd	37.82	1
min in group clk1	uart0.uart_rxd2$_DFF_P_	0.34	0
min reg2reg	triggered$_SDFFE_PP0P_	0.15	4
min	triggered$_SDFFE_PP0P_	0.15	4
max in group clk1	uart0.rxd_reg[4]$_DFFE_PP_	38.43	6
## cell usage in the layout (no fill, tap or decap), types with 61 or more instances in the layout
cell type	count
a21oi_1	471
o22ai_1	179
a31oi_1	96
nor2_1	2211
dfxtp_1	70
edfxtp_1	16464
nand3_1	80
o221ai_1	184
nor3_1	102
mux2i_1	1360
nand2_1	588
clkbuf_1	328
clkinv_1	429
clkinv_2	265
buf_4	1475
mux4_2	3958
a211oi_1	113
clkbuf_16	1701
o21ai_0	248
a22oi_1	442
a22o_1	61
diode_2	411
bufinv_16	128
a221oi_1	244
## through the flow
step	hold slack, ns	power (W)	utilization (%)	setup slack (ns)	std cells
2_1_floorplan	0.310	0.0166	-	19.04	29542
3_3_place_gp	0.331	0.0166	41.9	38.01	50343
3_5_place_dp	0.319	0.0166	41.9	37.95	50344
4_1_cts	0.0608	0.0285	45.2	37.93	53306
5_1_grt	0.173	0.0291	45.2	37.82	53466
6_report	0.153	0.0284	45.2	37.82	53717
## per-layer routing
metal | wire length, um | GRT usage (%)
met1 | 542000 | 27.0
met2 | 871000 | 36.4
met3 | 429000 | 26.3
met4 | 93400 | 10.9
met5 | 11000 | 5.66
## cells by family after synthesis
| family | Yosys count |
|---|---|
| AND/OR/NAND/NOR | 3253 |
| multiplexers | 5343 |
| XOR/XNOR | 68 |
| other | 1 |
| AND-OR/OR-AND | 2341 |
| flip-flops | 16542 |
| adder cells (fa/ha/maj) | 16 |
| buffers and inverters | 1978 |
## where the power goes
group          switching (W)  total, W  internal [W]
Clock                0.00516    0.0121       0.00690
Combinational       0.000677  0.000946      0.000269
Sequential        0.00000921    0.0153        0.0153
Total                0.00585    0.0284        0.0225
## what timing repair did
item | 4_1_cts | 5_1_grt
hold endpoints to repair | 1 | 0
setup endpoints to repair | 0 | 0
hold buffers | 1 | 0
Power figures rest on the tool's default switching activity, not on a simulated workload.
