==> /design/flow/design.v <==
module wb_bram #(
	parameter mem_file_name = "none",
	parameter adr_width = 11
) (
	input             clk_i, 
	input             rst_i,
	input             wb_stb_i,
	input             wb_cyc_i,
	input             wb_we_i,
	output            wb_ack_o,
	input      [31:0] wb_adr_i,
	output reg [31:0] wb_dat_o,
	input      [31:0] wb_dat_i,
	input      [ 3:0] wb_sel_i
);
parameter word_width = adr_width - 2;
parameter word_depth = (1 << word_width);
reg            [31:0] ram [0:word_depth-1];     
reg                   ack;
wire [word_width-1:0] adr;
assign adr        = wb_adr_i[adr_width-1:2];       
assign wb_ack_o   = wb_stb_i & ack;
always @(posedge clk_i)
begin
	if (wb_stb_i && wb_cyc_i) 
	begin
		if (wb_we_i) 
			ram[ adr ] <= wb_dat_i;
		wb_dat_o <= ram[ adr ];
		ack <= ~ack;
	end else
		ack <= 0;
end
initial 
begin
	if (mem_file_name != "none")
	begin
		$readmemh(mem_file_name, ram);
	end
end
endmodule
==> /design/flow/run.sh <==
#!/bin/bash
# OpenROAD 26Q1-2900-gdf79404cd8, Yosys 0.63+post, stock flow scripts
make -C /OpenROAD-flow-scripts/flow DESIGN_CONFIG=/design/flow/config.mk WORK_HOME=/design/flow/orfs finish
==> /design/flow/config.mk <==
export PLATFORM = sky130hd
export DESIGN_NAME = wb_bram
export DESIGN_NICKNAME = wb_bram
export VERILOG_FILES = /design/flow/design.v
export SDC_FILE = /design/flow/constraint.sdc
export NUM_CORES = 4
export LEC_CHECK = 1
export CORE_UTILIZATION = 50
export SYNTH_MEMORY_MAX_BITS = 65536
==> /design/flow/constraint.sdc <==
current_design wb_bram

set clk_period 91.9
set clk_io_pct 0.2

create_clock -name clk0 -period $clk_period [get_ports {clk_i}]

set non_clock_inputs [all_inputs -no_clocks]
set_input_delay [expr $clk_period * $clk_io_pct] -clock clk0 $non_clock_inputs
set_output_delay [expr $clk_period * $clk_io_pct] -clock clk0 [all_outputs]
==> impl_metrics.xml <==
<?xml version="1.0" encoding="UTF-8"?>
<metrics>
  <group name="worst_setup_path">
    <metric name="cell_family_with_most_cp_delay" unit="">buffers and inverters</metric>
    <metric name="cpMaxStageDelayCell" unit="">sky130_fd_sc_hd__clkdlybuf4s50_1</metric>
    <metric name="critical_path.startpoint" unit="">wb_stb_i</metric>
    <metric name="critical-path-max-stage-delay" unit="ps">1020</metric>
    <metric name="worst-r2r-cell-count" unit="">9</metric>
    <metric name="path_depth" unit="">3</metric>
    <metric name="worst_ep_arrival_time" unit="ps">20750</metric>
    <metric name="path_buffers" unit="">2</metric>
    <metric name="critical_path_required" unit="ps">73520</metric>
    <metric name="r2r_start" unit="">ram[71][20]$_DFFE_PP_</metric>
    <metric name="critical_path.endpoint_type" unit="">output port</metric>
    <metric name="worstSetupPathType" unit="">in -&gt; out</metric>
    <metric name="cp_max_fo" unit="">2</metric>
    <metric name="worstPathCellList" unit="">clkdlybuf4s50_1 &gt; and2_1 &gt; clkdlybuf4s50_1</metric>
    <metric name="cpMostUsedCell" unit="">sky130_fd_sc_hd__clkdlybuf4s50_1</metric>
    <metric name="startpoint_type" unit="">primary input</metric>
  </group>
  <group name="final_timing">
    <metric name="final-max-slew-violation-count" unit="">2</metric>
    <metric name="setup_viol_count_final" unit="">0</metric>
    <metric name="slew_headroom" unit="%">-2.14</metric>
    <metric name="top_achievable_clock_speed" unit="MHz">25.6</metric>
    <metric name="finalCriticalPeriod" unit="ps">39130</metric>
    <metric name="timing.final.crit_share" unit="%">42.6</metric>
    <metric name="worst-slew-pin-transition" unit="ps">1520</metric>
    <metric name="finalSetupTns" unit="ps">0</metric>
    <metric name="grt_setup_unrepaired" unit="">false</metric>
    <metric name="count_of_final_hold_check_violations" unit="">0</metric>
    <metric name="clock_skew" unit="ps">106</metric>
  </group>
  <group name="global_routing">
    <metric name="grt_antenna_before_repair" unit="">242</metric>
    <metric name="globalRouteMet1Util" unit="%">39.3</metric>
    <metric name="grt_util_all_layers" unit="%">37.6</metric>
    <metric name="maximum_number_of_pins_on_one_net_before_global_route_repair" unit="">106</metric>
    <metric name="grtUsageMet3" unit="%">38.8</metric>
    <metric name="first_global_vias" unit="">338000</metric>
    <metric name="globalRoute.totalOverflow" unit="">0</metric>
    <metric name="layer_with_the_highest_usage" unit="">met2</metric>
    <metric name="grt_first_pass_wirelength" unit="um">2790000</metric>
    <metric name="grt_use_met2" unit="%">46.5</metric>
  </group>
  <group name="clock_tree">
    <metric name="postCtsResizedCells" unit="">0</metric>
    <metric name="clkTransAtPathRegs" unit="ps">60</metric>
    <metric name="clkSinkCount" unit="">16400</metric>
    <metric name="tritoncts_clock_tree" unit="">built</metric>
    <metric name="cts.path.max_buffers" unit="">6</metric>
    <metric name="cts.hold.buffers_added" unit="">0</metric>
    <metric name="post-cts-setup-buffers" unit="">0</metric>
    <metric name="htreeDepth" unit="">7</metric>
    <metric name="clock.latency.late_pin" unit="ps">1380</metric>
    <metric name="clockRootBuffer" unit="">sky130_fd_sc_hd__clkbuf_16</metric>
    <metric name="tritoncts.num_buffers" unit="">1699</metric>
  </group>
  <group name="yosys">
    <metric name="syn_area" unit="um2">624000</metric>
    <metric name="ys.flops" unit="">16400</metric>
    <metric name="number_of_flops_mapped_to_enable_cells_by_yosys" unit="">16400</metric>
    <metric name="ys.warnings.count" unit="">1</metric>
    <metric name="post-synth-top-area-cell" unit="">sky130_fd_sc_hd__edfxtp_1</metric>
    <metric name="yosys_most_used_dff" unit="">sky130_fd_sc_hd__edfxtp_1</metric>
    <metric name="syn-instance-count" unit="">28200</metric>
    <metric name="synthTopCellsByArea" unit="">sky130_fd_sc_hd__edfxtp_1 (79%), sky130_fd_sc_hd__mux4_2 (12%), sky130_fd_sc_hd__mux2i_1 (2.8%)</metric>
    <metric name="ys_seq_share" unit="%">79.0</metric>
    <metric name="chip_area_from_the_yosys_synthesis_statistics" unit="um2">624000</metric>
    <metric name="netlist-cell-type-count" unit="">83</metric>
    <metric name="synthDominantCellAreaShare" unit="%">79.0</metric>
    <metric name="asyncSetResetFlopFracSynth" unit="%">0</metric>
    <metric name="synth.avg_cell_area" unit="um2">22.1</metric>
    <metric name="synth-cells-yosys" unit="">28200</metric>
  </group>
  <group name="floorplan">
    <metric name="num_io_pins" unit="">106</metric>
    <metric name="fp-row-count" unit="">410</metric>
    <metric name="die_area" unit="um2">1250000</metric>
    <metric name="fp_util" unit="%">50.1</metric>
    <metric name="die_y" unit="um">1120</metric>
    <metric name="core_area" unit="um2">1250000</metric>
    <metric name="dieWidth" unit="um">1120</metric>
  </group>
  <group name="power">
    <metric name="p_sw_share" unit="%">21.2</metric>
    <metric name="power_per_cell_area" unit="nW/um2">21.9</metric>
    <metric name="sequential_power_share" unit="%">52.8</metric>
    <metric name="internal-power" unit="W">0.0123</metric>
    <metric name="static_leakage" unit="nW">224</metric>
    <metric name="comb_power_share" unit="%">4.7</metric>
    <metric name="power.ir.vdd_worst" unit="mV">0.0185</metric>
    <metric name="switchingPower" unit="W">0.00331</metric>
    <metric name="power_frac_clock" unit="%">42.5</metric>
  </group>
  <group name="final_layout">
    <metric name="mi_logic_area" unit="um2">129000</metric>
    <metric name="drive_gt1_share" unit="%">27.0</metric>
    <metric name="post-route-cell-area" unit="um2">713000</metric>
    <metric name="layout.area.seq" unit="um2">493000</metric>
    <metric name="layout_top_cells_excl_fill_tap" unit="">sky130_fd_sc_hd__edfxtp_1 (16400), sky130_fd_sc_hd__mux4_2 (3271), sky130_fd_sc_hd__buf_4 (2025), sky130_fd_sc_hd__mux2i_1 (1739), sky130_fd_sc_hd__clkbuf_16 (1723)</metric>
    <metric name="layout_top_cell" unit="">sky130_fd_sc_hd__edfxtp_1</metric>
    <metric name="fill_cells" unit="">87800</metric>
    <metric name="area_delta_synth_final" unit="%">14.3</metric>
  </group>
  <group name="placed_design">
    <metric name="routability_congestion_estimate_from_global_placement" unit="">1.01</metric>
    <metric name="dpl-instance-area" unit="um2">659000</metric>
    <metric name="dp.final_hpwl" unit="um">1290000</metric>
    <metric name="buffer_ports.inserted" unit="">77</metric>
  </group>
  <group name="route">
    <metric name="initialDrtViolationCount" unit="">23900</metric>
    <metric name="drt.antenna.violating_nets" unit="">0</metric>
    <metric name="drt-wirelength-per-cell" unit="um">42.3</metric>
    <metric name="drc" unit="">0</metric>
    <metric name="route.detailed.vias_per_inst" unit="">6.44</metric>
    <metric name="routed_wl" unit="um">2060000</metric>
    <metric name="drt_pass1_iterations" unit="">8</metric>
    <metric name="routed-via-count" unit="">315000</metric>
  </group>
  <group name="hold_path">
    <metric name="min_path_cells" unit="">1</metric>
    <metric name="min_delay_startpoint" unit="">ack$_SDFF_PN0_</metric>
    <metric name="hold_path_class" unit="">reg -&gt; reg</metric>
  </group>
  <group name="flow_run">
    <metric name="cap_violations" unit="">1</metric>
    <metric name="stage_log_warnings" unit="">66</metric>
  </group>
  <group name="status">
    <metric name="failed_checks" unit="">capacitance limit, slew limit</metric>
    <metric name="run_status" unit="">finished, violations left</metric>
  </group>
</metrics>
flip-flops by register name, summed over array words and instances (netlist names):
signal and count:
ack 1, ram 16384, wb_dat_o 32
Yosys cell counts (45+ instances only):
cell	n
sky130_fd_sc_hd__nor2_1	667
sky130_fd_sc_hd__a22o_1	147
sky130_fd_sc_hd__mux4_2	3271
sky130_fd_sc_hd__nor3_1	207
sky130_fd_sc_hd__buf_1	138
sky130_fd_sc_hd__edfxtp_1	16400
sky130_fd_sc_hd__o22ai_1	509
sky130_fd_sc_hd__a21oi_1	406
sky130_fd_sc_hd__mux2_2	144
sky130_fd_sc_hd__and4_1	59
sky130_fd_sc_hd__nand4_1	197
sky130_fd_sc_hd__a2111oi_0	56
sky130_fd_sc_hd__nor4_1	52
sky130_fd_sc_hd__mux2i_1	1748
sky130_fd_sc_hd__a32oi_1	54
sky130_fd_sc_hd__clkbuf_1	593
sky130_fd_sc_hd__nand3_1	150
sky130_fd_sc_hd__buf_2	688
sky130_fd_sc_hd__a31oi_1	83
sky130_fd_sc_hd__a22oi_1	775
sky130_fd_sc_hd__o22a_1	45
sky130_fd_sc_hd__nand2_1	566
sky130_fd_sc_hd__buf_6	60
sky130_fd_sc_hd__a221oi_1	289
sky130_fd_sc_hd__o21ai_0	275
sky130_fd_sc_hd__buf_4	173
worst paths after layout:
| path | endpoint | slack, ps |
|---|---|---|
| worst max register to register | wb_dat_o[20]$_DFFE_PP_ | 86640 |
| worst min register to register | ack$_SDFF_PN0_ | 420 |
| worst min-delay path | ack$_SDFF_PN0_ | 420 |
| worst max-delay path | wb_ack_o | 52770 |
metal layers:
layer / vias to the layer above / part of all wire (%)
li1: 126000 / -
met1: 157000 / 26
met2: 27100 / 42
met3: 4372 / 24
met4: 416 / 6.4
met5: - / 1.4
layout make-up:
type / instances / area share (%)
flip-flops and latches: 16400 / 69.1
clock inverters: 968 / 1.21
inverters: 3 / 0.00368
repair buffers: 2129 / 2.34
clock buffers: 2035 / 6.21
well taps: 16500 / 2.89
diodes: 634 / 0.222
multi-input cells: 10200 / 18.0
power groups by stage:
| stage | clock network (W) | logic [W] | registers (W) |
|---|---|---|---|
| global route | 0.00698 | 0.000756 | 0.00824 |
| finish | 0.00664 | 0.000728 | 0.00825 |
| CTS | 0.00670 | 0.000711 | 0.00825 |
cell families after synthesis:
kind of cell	share of synthesized area [%]
muxes	14.9
and+or+nand+nor	1.60
DFF	79.0
AOI/OAI and AO/OA	3.24
buffers and inverters	1.31
per-stage QoR:
step           total power, W  util [%]  cells  worst slack (ps)  hold WS (ps)
2_1_floorplan         0.00873         -  28200             55040           384
3_3_place_gp          0.00910      52.9  45200             52840           397
3_5_place_dp          0.00911      52.9  45200             52850           400
4_1_cts                0.0157      57.2  48200             52850           420
5_1_grt                0.0160      57.3  48700             52770           457
6_report               0.0156      57.3  48800             52770           418
Power figures rest on the tool's default switching activity, not on a simulated workload.
