==> flow/run.sh <==
#!/bin/bash
# OpenROAD 26Q1-2900-gdf79404cd8, Yosys 0.63+post, stock flow scripts
make -C /OpenROAD-flow-scripts/flow DESIGN_CONFIG=/design/flow/config.mk WORK_HOME=/design/flow/orfs finish
==> flow/config.mk <==
export PLATFORM = sky130hd
export DESIGN_NAME = pwm_top
export DESIGN_NICKNAME = pwm_top
export VERILOG_FILES = /design/flow/design.v
export SDC_FILE = /design/flow/constraint.sdc
export NUM_CORES = 4
export LEC_CHECK = 1
export CORE_UTILIZATION = 50
==> flow/constraint.sdc <==
current_design pwm_top

set clk_period 20.7
set clk_io_pct 0.2

create_clock -name clk0 -period $clk_period [get_ports {clk}]

set non_clock_inputs [all_inputs -no_clocks]
set_input_delay [expr $clk_period * $clk_io_pct] -clock clk0 $non_clock_inputs
set_output_delay [expr $clk_period * $clk_io_pct] -clock clk0 [all_outputs]
==> flow/design.v <==
module pwm_servo0(input clk,
input enable,
input reset,
input [31:0] d,
input [31:0] t,
output reg pwm
);
reg [31:0] cnt_d;
reg [31:0] cnt_t;
initial begin
 pwm <= 0;
 cnt_d <= 0;
 cnt_t <=0;
end
always @(posedge clk) begin
    if (reset) begin  
        pwm <= 0;
        cnt_d <= 0;
        cnt_t <=0;
      end
     else if (cnt_d < d) begin
        cnt_d <= cnt_d +1;
        cnt_t <=0;
        pwm <=1;
     end 
    else if (cnt_t < (t-d)) begin
        cnt_t <= cnt_t + 1;
        pwm <= 0;
    end
    else begin
        cnt_d <= 0;
        cnt_t <=0;
    end
end
endmodule
module pwm_servo1(input clk,
input enable,
input reset,
input [31:0] d,
input [31:0] t,
output reg pwm
);
reg [31:0] cnt_d;
reg [31:0] cnt_t;
initial begin
 pwm <= 0;
 cnt_d <= 0;
 cnt_t <=0;
end
always @(posedge clk) begin
    if (reset) begin
        pwm <= 0;
        cnt_d <= 0;
        cnt_t <=0;
      end
     else if (cnt_d < d) begin
        cnt_d <= cnt_d +1;
        cnt_t <=0;
        pwm <=1;
     end 
    else if (cnt_t < (t-d)) begin
        cnt_t <= cnt_t + 1;
        pwm <= 0;
    end
    else begin
        cnt_d <= 0;
        cnt_t <=0;
    end
end
endmodule
module pwm_servo2(input clk,
input enable,
input reset,
input [31:0] d,
input [31:0] t,
output reg pwm
);
reg [31:0] cnt_d;
reg [31:0] cnt_t;
initial begin
 pwm <= 0;
 cnt_d <= 0;
 cnt_t <=0;
end
always @(posedge clk) begin
    if (reset) begin
        pwm <= 0;
        cnt_d <= 0;
        cnt_t <=0;
      end
     else if (cnt_d < d) begin
        cnt_d <= cnt_d +1;
        cnt_t <=0;
        pwm <=1;
     end 
    else if (cnt_t < (t-d)) begin
        cnt_t <= cnt_t + 1;
        pwm <= 0;
    end
    else begin
        cnt_d <= 0;
        cnt_t <=0;
    end
end
endmodule
module pwm_servo3(input clk,
input enable,
input reset,
input [31:0] d,
input [31:0] t,
output reg pwm
);
reg [31:0] cnt_d;
reg [31:0] cnt_t;
initial begin
 pwm <= 0;
 cnt_d <= 0;
 cnt_t <=0;
end
always @(posedge clk) begin
    if (reset) begin
        pwm <= 0;
        cnt_d <= 0;
        cnt_t <=0;
      end
     else if (cnt_d < d) begin
        cnt_d <= cnt_d +1;
        cnt_t <=0;
        pwm <=1;
     end 
    else if (cnt_t < (t-d)) begin
        cnt_t <= cnt_t + 1;
        pwm <= 0;
    end
    else begin
        cnt_d <= 0;
        cnt_t <=0;
    end
end
endmodule
module pwm_servo4(input clk,
input enable,
input reset,
input [31:0] d,
input [31:0] t,
output reg pwm
);
reg [31:0] cnt_d;
reg [31:0] cnt_t;
initial begin
 pwm <= 0;
 cnt_d <= 0;
 cnt_t <=0;
end
always @(posedge clk) begin
    if (reset) begin
        pwm <= 0;
        cnt_d <= 0;
        cnt_t <=0;
      end
     else if (cnt_d < d) begin
        cnt_d <= cnt_d +1;
        cnt_t <=0;
        pwm <=1;
     end 
    else if (cnt_t < (t-d)) begin
        cnt_t <= cnt_t + 1;
        pwm <= 0;
    end
    else begin
        cnt_d <= 0;
        cnt_t <=0;
    end
end
endmodule
module pwm_servo5(input clk,
input enable,
input reset,
input [31:0] d,
input [31:0] t,
output reg pwm
);
reg [31:0] cnt_d;
reg [31:0] cnt_t;
initial begin
 pwm <= 0;
 cnt_d <= 0;
 cnt_t <=0;
end
always @(posedge clk) begin
    if (reset) begin
        pwm <= 0;
        cnt_d <= 0;
        cnt_t <=0;
      end
     else if (cnt_d < d) begin
        cnt_d <= cnt_d +1;
        cnt_t <=0;
        pwm <=1;
     end 
    else if (cnt_t < (t-d)) begin
        cnt_t <= cnt_t + 1;
        pwm <= 0;
    end
    else begin
        cnt_d <= 0;
        cnt_t <=0;
    end
end
endmodule
module pwm_servo6(input clk,
input enable,
input reset,
input [31:0] d,
input [31:0] t,
output reg pwm
);
reg [31:0] cnt_d;
reg [31:0] cnt_t;
initial begin
 pwm <= 0;
 cnt_d <= 0;
 cnt_t <=0;
end
always @(posedge clk) begin
    if (reset) begin
        pwm <= 0;
        cnt_d <= 0;
        cnt_t <=0;
      end
     else if (cnt_d < d) begin
        cnt_d <= cnt_d +1;
        cnt_t <=0;
        pwm <=1;
     end 
    else if (cnt_t < (t-d)) begin
        cnt_t <= cnt_t + 1;
        pwm <= 0;
    end
    else begin
        cnt_d <= 0;
        cnt_t <=0;
    end
end
endmodule
module pwm_servo7(input clk,
input enable,
input reset,
input [31:0] d,
input [31:0] t,
output reg pwm
);
reg [31:0] cnt_d;
reg [31:0] cnt_t;
initial begin
 pwm <= 0;
 cnt_d <= 0;
 cnt_t <=0;
end
always @(posedge clk) begin
    if (reset) begin
        pwm <= 0;
        cnt_d <= 0;
        cnt_t <=0;
      end
     else if (cnt_d < d) begin
        cnt_d <= cnt_d +1;
        cnt_t <=0;
        pwm <=1;
     end 
    else if (cnt_t < (t-d)) begin
        cnt_t <= cnt_t + 1;
        pwm <= 0;
    end
    else begin
        cnt_d <= 0;
        cnt_t <=0;
    end
end
endmodule
module pwm_top (
    input clk,
    input res,
    input rd,
    input wr,
    input [31:0] data_in,
    input [31:0] addr,
    output pwm7,
    output pwm6,
    output pwm5,
    output pwm4,
    output pwm3,
    output pwm2,
    output pwm1,
    output pwm0,
    output reg [31:0] data_out
);
reg [31:0] e0;
reg [31:0] d0;
reg [31:0] t0;
reg [31:0] e1;
reg [31:0] d1;
reg [31:0] t1;
reg [31:0] e2;
reg [31:0] d2;
reg [31:0] t2;
reg [31:0] e3;
reg [31:0] d3;
reg [31:0] t3;
reg [31:0] e4;
reg [31:0] d4;
reg [31:0] t4;
reg [31:0] e5;
reg [31:0] d5;
reg [31:0] t5;
reg [31:0] e6;
reg [31:0] d6;
reg [31:0] t6;
reg [31:0] e7;
reg [31:0] d7;
reg [31:0] t7;
pwm_servo0 servo0 (.enable(e0), .clk(clk), .reset(res), .d(d0), .t(t0), .pwm(pwm0));
pwm_servo1 servo1 (.enable(e1), .clk(clk), .reset(res), .d(d1), .t(t1), .pwm(pwm1));
pwm_servo2 servo2 (.enable(e2), .clk(clk), .reset(res), .d(d2), .t(t2), .pwm(pwm2));
pwm_servo3 servo3 (.enable(e3), .clk(clk), .reset(res), .d(d3), .t(t3), .pwm(pwm3));
pwm_servo4 servo4 (.enable(e4), .clk(clk), .reset(res), .d(d4), .t(t4), .pwm(pwm4));
pwm_servo5 servo5 (.enable(e5), .clk(clk), .reset(res), .d(d5), .t(t5), .pwm(pwm5));
pwm_servo6 servo6 (.enable(e6), .clk(clk), .reset(res), .d(d6), .t(t6), .pwm(pwm6));
pwm_servo7 servo7 (.enable(e7), .clk(clk), .reset(res), .d(d7), .t(t7), .pwm(pwm7));
always @(posedge clk)begin
    if(res)begin
    data_out<=32'b0;
    end
    else if(wr)begin  
        case(addr)
        16'h00: begin 
        e0 <= data_in;
        end
        16'h04: begin 
        d0 <= data_in;
        end
        16'h08: begin 
        t0 <= data_in;
        end
        16'h0C: begin 
        e1 <= data_in;
        end
        16'h10: begin 
        d1 <= data_in;
        end
        16'h14: begin 
        t1 <= data_in;
        end
        16'h18: begin 
        e2 <= data_in;
        end
        16'h1C: begin 
        d2 <= data_in;
        end
        16'h20: begin 
        t2 <= data_in;
        end
        16'h24: begin 
        e3 <= data_in;
        end
        16'h28: begin 
        d3 <= data_in;
        end
        16'h2C: begin 
        t3 <= data_in;
        end
        16'h30: begin 
        e4 <= data_in;
        end
        16'h34: begin 
        d4 <= data_in;
        end
        16'h38: begin 
        t4 <= data_in;
        end
        16'h3C: begin 
        e5 = data_in;
        end
        16'h40: begin 
        d5 <= data_in;
        end
        16'h44: begin 
        t5 <= data_in;
        end
        16'h48: begin 
        e6 <= data_in;
        end
        16'h4C: begin 
        d6 <= data_in;
        end
        16'h50: begin 
        t6 <= data_in;
        end
        16'h54: begin 
        e7 <= data_in;
        end
        16'h58: begin 
        d7 <= data_in;
        end
        16'h5C: begin 
        t7 <= data_in;
        end
     endcase
    end
    else if (rd)begin
     case(addr)
        16'h00: begin 
        data_out <= e0;
        end
        16'h04: begin 
        data_out <= d0;
        end
        16'h08: begin 
        data_out <= t0;
        end
        16'h0C: begin 
        data_out <= e1;
        end
        16'h10: begin 
        data_out <= d1;
        end
        16'h14: begin 
        data_out <= t1;
        end
        16'h18: begin 
        data_out <= e2;
        end
        16'h1C: begin 
        data_out <= d2;
        end
        16'h20: begin 
        data_out <= t2;
        end
        16'h24: begin 
        data_out <= e3;
        end
        16'h28: begin 
        data_out <= d3;
        end
        16'h2C: begin 
        data_out <= t3;
        end
        16'h30: begin 
        data_out <= e4;
        end
        16'h34: begin 
        data_out <= d4;
        end
        16'h38: begin 
        data_out <= t4;
        end
        16'h3C: begin 
        data_out <= e5;
        end
        16'h40: begin 
        data_out <= d5;
        end
        16'h44: begin 
        data_out <= t5;
        end
        16'h48: begin 
        data_out <= e6;
        end
        16'h4C: begin 
        data_out <= d6 ;
        end
        16'h50: begin 
        data_out <= t6 ;
        end
        16'h54: begin 
        data_out <= e7 ;
        end
        16'h58: begin 
        data_out <= d7;
        end
        16'h5C: begin 
        data_out <= t7;
        end
      endcase
    end
end 
endmodule
==> out/qor.yml <==
portBuffers: 107
yosysChipArea_um2: 75200
cts-buffers-inserted: 150
outcome: "complete, no violations"
p_per_area_nw_per_um2: 67.7
period_needed_ns: 7.68
ys_types: 91
clk_pin_slew_ns: 0.06
detail_route.drc_violations: 0
insertion_delay_ns: 0.81
htree_levels: 4
area_leaders: "edfxtp_1 31%, dfxtp_1 15%, ha_1 13%, xor2_1 3.5%, nor2_1 3.5%"
slowest_delay_ns: 0.58
grt_pass1_vias: 58500
place_area_um2: 79400
yosysTopAreaCell: "edfxtp_1"
fin_area_um2: 84600
grt_max_degree: 48
r2r-end: "servo6.cnt_d[7]"
drt_first_pass_iters: 6
criticalPathCategory: "input pin to flip-flop"
fp-row-count: 141
wl_um: 311000
cts_setup_buffers: 0
synth-async-reset-ratio_pct: 0
fmax_mhz: 130
enable_flop_cells: 768
chipArea_um2: 152000
cts_tree: "done"
ir_drop_uv: 79.2
cts.sinks: 1320
crit_slowest_cell: "a2111oi_0"
path_cells: "clkdlybuf4s50_1 -> nor2_1 -> nand2_1 -> nor4_4 -> buf_4 -> a31oi_1 -> and2_4 -> o21ai_2 -> nand3b_2 -> buf_4 -> a2111oi_0 -> nor2_1"
nFillCells: 12200
setup_viol: 0
fp_util_pct: 50.7
grt_pass1_wl_um: 433000
drive_above_1_share_pct: 6.64
worstSetupStartpointType: "input pin"
ios: 108
r2r-start: "t6[0]"
post-dp-hpwl_um: 235000
vias: 61700
grtUsageTotal_pct: 43.1
hp-class: "flip-flop to flip-flop"
flop_cell: "edfxtp_1"
hold_buffers: 0
ys_seq_share_pct: 45.3
cp.arrival_ns: 8.36
critPathCaptureType: "flip-flop"
worstSetupStartpoint: "addr[1]"
ys_cells: 7429
slew_headroom_pct: 26.5
warning_count: 26
ff2ff_setup_slack_ns: 14.61
syn_inst: 7429
whs_ns: 0.457
grt_overflow_total: 0
yosysTopAreaCellShare_pct: 30.7
crit_fanout: 32
slew_viol_final: 0
wl_per_cell_um: 31.8
avgSynthCellArea_um2: 10.1
cts_root_buffer: "clkbuf_16"
ys_ff: 1320
die_w_um: 390
hold_violations: 0
skew_ns: 0.0341
tightest_slew_ns: 1.09
fin_tns_setup_ns: 0
crit_path_end: "data_out[4]"
ctsResizeCount: 0
min_period_over_period_pct: 37.1
rsz0062_at_grt: "false"
required_ns: 21.38
antenna_found_initial: 54
p_leak_nw: 33.4
place_congestion: 1.11
ff2ff_path_depth: 23
synth_warnings: 17
viasPerCell: 6.31
die_h_um: 390
drv.max_cap_violation_count: 0
dr.first_iter.drc_count: 4981
synth_area_um2: 75200
syn2layout_area_growth_pct: 12.5
core_um2: 149000
hp-start: "servo0.cnt_t[0]"
ant_nets: 0
cts_max_path_buffers: 3
## through the flow
stage               util (%)  worst slack [ns]  cells  power, mW
global placement        53.4             12.51   9472       2.98
detailed placement      53.4             12.47   9472       2.98
floorplan                  -             12.32   7429       2.88
CTS                     56.9             13.28   9754       5.75
finish                  57.0             13.02   9781       5.73
global route            57.0             12.94   9773       5.86
## cell usage after synthesis (136+ instances only)
library cell  count
inv_1           422
nand4_1         236
clkbuf_1        166
a22oi_1         173
nand2_1         426
xnor2_1         260
edfxtp_1        768
ha_1            760
nor3_1          136
nor2_1          699
dfxtp_1         552
xor2_1          303
a21o_1          255
o21ai_0         284
nand3_1         265
a21oi_1         391
## worst max-delay path: cells and delay by family
kind,cells,cell delay [ns]
and+or+nand+nor,6,1.87
buffers and inverters,3,1.40
AOI/OAI and AO/OA,3,0.92
## worst min path at each step
| stage | end | slack, ns | cells after the start |
|---|---|---|---|
| 6_report | servo0.cnt_t[0] | 0.46 | 1 |
| 5_1_grt | servo7.cnt_t[0] | 0.49 | 1 |
| 4_1_cts | servo0.cnt_t[0] | 0.46 | 1 |
## where the power goes
group / internal (mW) / switching [mW]
Clock: 1.61 / 1.18
Combinational: 0.0357 / 0.105
Sequential: 2.78 / 0.0104
Total: 4.43 / 1.30
## per-layer routing
metal	global-route usage (%)	vias up	part of all wire [%]
met5	13.4	-	0.95
met4	19.4	82	5.6
li1	-	28300	-
met2	58.8	3186	42
met1	51.3	29300	36
met3	30.0	791	16
## cells by family after synthesis
| logic type | Yosys count | synth area share (%) |
|---|---|---|
| flops | 1320 | 45.3 |
| mux | 16 | 0.218 |
| xor+xnor | 563 | 6.55 |
| simple gates | 2327 | 15.5 |
| buf+inv | 633 | 3.23 |
| fa+ha+maj | 768 | 12.9 |
| compound gates | 1802 | 16.3 |
## layout make-up
| type | count | area, um2 | area share, % |
|---|---|---|---|
| clock inverter | 101 | 1230 | 1.45 |
| sequential | 1320 | 34100 | 40.3 |
| tap | 2002 | 2500 | 2.96 |
| antenna | 27 | 67.6 | 0.0798 |
| multi-input combinational | 5476 | 39000 | 46.1 |
| inverter | 423 | 1590 | 1.88 |
| timing repair buffer | 251 | 2150 | 2.54 |
| clock buffer | 181 | 3950 | 4.67 |
## layout by cell type, fill, tap and decap left out, types with 48 or more instances in the layout
master and n:
a21o_1 255, o21a_1 48, o21ai_0 284, and3_1 132, nor2b_1 50, inv_1 421
dfxtp_1 552, nor2_1 698, or3_1 63, a21oi_1 391, edfxtp_1 768, clkbuf_16 151
a22o_1 80, xnor2_1 260, nand4_1 236, o21bai_1 51, nand3_1 265, ha_1 760
xor2_1 303, nor3_1 109, nand2b_1 57, o211ai_1 59, a221oi_1 86, buf_4 144
a22oi_1 173, nand2_1 425, clkdlybuf4s50_1 106
Power figures rest on the tool's default switching activity, not on a simulated workload.
